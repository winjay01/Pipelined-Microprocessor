==> design/flow/design.v <==
`timescale 1ns / 1ps
module dmem(input  logic clk, reset, we,
            input  logic [31:0] a, wd,
            output logic [31:0] rd);
  logic [31:0] RAM[127:0];
  assign rd = RAM[a[31:2]];  
  always_ff @(posedge clk)
  begin
    if (reset) for (int i = 0; i < 128; i++) RAM[i] <= 0;
    else if (we) RAM[a[31:2]] <= wd;
  end
endmodule
==> design/flow/run.sh <==
#!/bin/bash
# OpenROAD 26Q1-2900-gdf79404cd8, Yosys 0.63+post, stock flow scripts
make -C /OpenROAD-flow-scripts/flow DESIGN_CONFIG=/design/flow/config.mk WORK_HOME=/design/flow/orfs finish
==> design/flow/config.mk <==
export PLATFORM = sky130hd
export DESIGN_NAME = dmem
export DESIGN_NICKNAME = dmem
export VERILOG_FILES = /design/flow/design.v
export SDC_FILE = /design/flow/constraint.sdc
export NUM_CORES = 4
export LEC_CHECK = 1
export CORE_UTILIZATION = 50
==> design/flow/constraint.sdc <==
current_design dmem

set clk_period 117.3
set clk_io_pct 0.2

create_clock -name clk0 -period $clk_period [get_ports {clk}]

set non_clock_inputs [all_inputs -no_clocks]
set_input_delay [expr $clk_period * $clk_io_pct] -clock clk0 $non_clock_inputs
set_output_delay [expr $clk_period * $clk_io_pct] -clock clk0 [all_outputs]
==> CHANGELOG.md <==
### Physical design

- Initial DRC count: 8917
- Distinct lib cells used: 71
- Post-route design area: 210000 µm²
- CP max-delay cell: buf_4
- Area after DPL: 196000 µm²
- Vias in the first global route: 123541
- Largest type area fraction: 0.650
- Relative slew slack: -0.0245
- Avg Inst Size Synth: 13.4 µm²
- XOR/XNOR Area Share: 0
- Unrepaired setup endpoints after global routing: no
- PD cells: 16.0 nW/µm²
- Area Overhead vs Synth: 10.8%
- Post-placement setup slack: 62.64 ns
- Row count: 225
- Max-cap viol count: 0
- Chip Width: 617 µm
- Gr ovfl total: 0
- Critical Path, Cell by Cell: buf_8, buf_4, buf_4, buf_4, buf_4, buf_4, buf_4, buf_4, nand2b_1, mux4_2, a21oi_1, buf_4, a2111oi_0, buf_4, nand4_1, or3_1, clkdlybuf4s50_1
- Aoi share: 0.105
- FA/HA/MAJ Cells, Area Fraction: 0
- Worst-path clk slew: 0.06 ns
- Initial antenna violation count: 58
- GP Congestion: 0.958
- Fin crit share: 0.466
- Critical Path Sink Type: output pin
- CORE AREA: 376000 µm²
- Largest stage delay, worst path: 0.83 ns
- Final Worst Setup Slack: 62.59 ns
- Vias: 119679
- Worst hold slack: 22.79 ns
- Drt via density: 6.27
- Fin crit period: 54.71 ns
- Fraction of registers with async set or reset after synthesis: 0
- Die ar.: 381000 µm²
- Synth warnings: 1
- Detailed placer's ending HPWL: 395 mm
- Final wirelength: 669 mm
- Most frequent CP cell: buf_4
- Clk root buf: clkbuf_16
- CTS Buffer Depth: 4
- Max reg flops: 4096
- Fmax: 18.3 MHz
- Largest reg by FF count: RAM
- Sequential-to-total area share from yosys stat: 0.650
- Post-CTS Hold Buffers: 0
- Status: complete, but fails checks
- Registers with the most flip-flops: RAM x4096
- Flip-flops with a built-in enable: 4096
- Synth cell count leaders: 4122 x and2_1, 4096 x edfxtp_1, 1216 x clkbuf_1
- Mapped Cells: 14121
- Critical path data required time: 93.84 ns
- Setup tns final: 0 ns
- First-pass DRT Iterations: 9
- Area of the mapped netlist: 189000 µm²
- Clock sinks: 4096
- Top_reg_cell synth: edfxtp_1
- CTS tree: yes
- Failing checks: max-slew violations
- Most frequent cell after synthesis: and2_1
- Drt wl/cell: 35.0 µm
- Die Ht: 617 µm
- # Cells Yosys: 14121
- AND/OR/NAND/NOR Cells, Area Fraction: 0.165
- Hold Crit Class: in2reg
- IO Pins: 99
- Yosys chip area: 189000 µm²
- Total Routing Usage GR: 0.388
- Post-DRT Antenna Nets: 0
- Synth area leaders: edfxtp_1 65%, and2_1 14%, clkbuf_1 2.4%
- Critical path class: in2out
- Critical path peak fanout: 55
- Setup Buffers After CTS: 0
- Worst vdd ir: 0.0000138 V
- Lkg Pwr: 73.3 nW
- Fill cell count: 28549
- Registers, synthesis: 4096
- H-tree levels: 5
- Final slew viol count: 1
- Pre-Place Util: 0.503
- CTS buffer count: 429
- Final setup viols: 0
- Hold Vio Cnt, Final: 0
- Worst endpoint data arrival time: 31.25 ns
- PortBufs: 73
- Cell type with the largest total area: edfxtp_1
- Worst Max-Slew Pin Slew: 1.54 ns
- Startpoint types: primary input
- Mux area share: 0.0466
- Tool warnings: 51
- Top non-seq family: simple AND/OR/NAND/NOR gates
- Largest net degree at the start of global routing: 94
- Total Power: 3.35 mW
- Share of layout cells above drive strength 1: 0.156
- Resized cells post-CTS: 0
- First-pass GRT wire length: 932 mm
- DRC viols: 0
final cells by class:
class	count	area (µm²)	share of cell area
diodes	37	92.6	0.000441
clock buffers	524	11300	0.0537
clock inverters	273	2630	0.0125
inverters	6	42.5	0.000203
multi-input cells	8438	60600	0.289
flip-flops and latches	4096	123000	0.586
well taps	4994	6250	0.0298
repair buffers	734	5870	0.0280
per-layer routing:
metal / track usage / vias up / wire [µm] / part of all wire
met1: 0.450 / 58346 / 206000 / 0.31
li1: - / 51502 / - / -
met5: 0.0467 / - / 2460 / 0.0037
met3: 0.288 / 1683 / 118000 / 0.18
met4: 0.225 / 82 / 50700 / 0.076
met2: 0.523 / 8066 / 291000 / 0.44
power breakdown:
group	leakage (nW)	switching (mW)	internal (mW)
combinational	27.6	0.213	0.0809
clock	6.82	0.577	0.782
sequential	38.9	0.0187	1.68
total	73.3	0.808	2.54
placed cells by master (no fill, tap or decap), drive strengths merged, types with 41 or more instances in the layout:
cell | Yosys | layout
o21ai | 176 | 176
clkbuf | 1216 | 524
a222oi | 188 | 188
o22a | 48 | 48
a2111oi | 42 | 42
mux2 | 237 | 237
o22ai | 130 | 130
clkinv | 2 | 210
edfxtp | 4096 | 4096
mux2i | 310 | 310
buf | 365 | 701
nor2 | 275 | 275
nor3 | 45 | 45
o221ai | 107 | 107
and2 | 4131 | 4131
a21oi | 373 | 373
a32oi | 41 | 41
mux4 | 135 | 135
nand2b | 67 | 67
nand2 | 318 | 318
bufinv | 0 | 46
or2 | 130 | 130
a21bo | 163 | 163
a221oi | 149 | 149
and3b | 77 | 77
a211oi | 62 | 62
o2bb2ai | 55 | 55
a22oi | 450 | 450
a221o | 214 | 214
a31oi | 81 | 81
path summary, 6_finish.rpt:
| kind | startpoint | to | slack [ns] | depth (start not counted) |
|---|---|---|---|---|
| max | a[4] | rd[0] | 62.59 | 17 |
| min | wd[1] | RAM[101][1] | 22.79 | 2 |
stage by stage:
stage                     cells  utilization
after CTS                 19065        0.557
after global routing      19068        0.557
after global placement    18268        0.520
after detailed placement  18268        0.520
after floorplan           14121            -
final                     19102        0.557
critical path, delay by kind of cell:
family | cells | cell delay, ns
simple gates | 3 | 0.84
buf+inv | 11 | 5.73
compound gates | 2 | 0.57
mux | 1 | 0.29
logic make-up after synthesis:
| family | count (synthesis) |
|---|---|
| simple gates | 5206 |
| flops | 4096 |
| compound gates | 2550 |
| mux | 682 |
| buf+inv | 1587 |
Power is estimated from default activity; no workload was simulated.
