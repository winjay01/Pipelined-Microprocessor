[flow/design.v]
`timescale 1ns / 1ps
module hazard_unit(output logic StallF, StallD, FlushD, FlushE,
                   output logic [1:0] ForwardAE, ForwardBE,
                   input logic [4:0] Match,
                   input logic RegWriteM, RegWriteW, MemtoRegE,
                   input logic PCSrcD, PCSrcE, PCSrcM, PCSrcW, BranchTakenE);
    logic Match_1E_M, Match_1E_W, Match_2E_M, Match_2E_W, Match_12D_E;
    assign {Match_1E_M, Match_1E_W, Match_2E_M, Match_2E_W, Match_12D_E} = Match;
    logic LDRstall, PCWrPendingF;
    always_comb
    begin
        if      (Match_1E_M * RegWriteM) ForwardAE = 2'b10;  
        else if (Match_1E_W * RegWriteW) ForwardAE = 2'b01;  
        else                             ForwardAE = 2'b00;  
        if      (Match_2E_M * RegWriteM) ForwardBE = 2'b10;  
        else if (Match_2E_W * RegWriteW) ForwardBE = 2'b01;  
        else                             ForwardBE = 2'b00;  
        LDRstall = Match_12D_E * MemtoRegE;
        PCWrPendingF = PCSrcD | PCSrcE | PCSrcM;
        StallF = LDRstall | PCWrPendingF;
        StallD = LDRstall;
        FlushE = LDRstall | BranchTakenE;
        FlushD = PCWrPendingF | PCSrcW | BranchTakenE;
    end
endmodule
[flow/run.sh]
#!/bin/bash
# OpenROAD 26Q1-2900-gdf79404cd8, Yosys 0.63+post, stock flow scripts
make -C /OpenROAD-flow-scripts/flow DESIGN_CONFIG=/design/flow/config.mk WORK_HOME=/design/flow/orfs finish
[flow/config.mk]
export PLATFORM = sky130hd
export DESIGN_NAME = hazard_unit
export DESIGN_NICKNAME = hazard_unit
export VERILOG_FILES = /design/flow/design.v
export SDC_FILE = /design/flow/constraint.sdc
export NUM_CORES = 4
export LEC_CHECK = 1
export CORE_AREA = 10 10 70 70
export DIE_AREA = 0 0 80 80
[flow/constraint.sdc]
current_design hazard_unit

set clk_period 2.1
set clk_io_pct 0.2

create_clock -name clk0 -period $clk_period

set non_clock_inputs [all_inputs -no_clocks]
set_input_delay [expr $clk_period * $clk_io_pct] -clock clk0 $non_clock_inputs
set_output_delay [expr $clk_period * $clk_io_pct] -clock clk0 [all_outputs]
==> reports/metrics.cfg <==
[global_routing]
grt-ovfl-total=0
grt_pass1_wl_um=779
grt_max_degree=4
grt_pass1_vias=179
antenna_found_initial=0
grt_use_total=0.0148

[final_layout]
syn_to_final_growth_pct=437
nClkBuffers=0
ff_count=0
drive_gt1_frac=0.0303
utilization=0.0963
fill_cells=414
combGateArea_um2=61.3
flop_area_um2=0

[routing]
wl_met2_um=127
diodes=0
wire_per_inst_um=6.70
vias_per_cell=2.01
postRouteAntennaNets=0
vias=159
dr.pass1.iters=1
routed.top_layer=met3
wirelength_um=529
wl_met3_um=154
drc=0
drt_first_iter_violations=0
wl_met1_um=247

[synthesis]
syn-cell-area_um2=61.3
synthDistinctLibCells=7
synth_seq_share=0
syn_inst=12
yosys_warnings=1
postSynthAreaPerCell_um2=5.11
yosysChipArea_um2=61.3
ys_cells=12

[power]
p_per_area_nw_per_um2=135
ir_drop_v=0.0000362
p_leak_nw=0.108

[setup_path]
endpoint_kind=output pin
worstSetupPathDepth=4
crit_end=FlushE
cp_top_family=buffers and inverters
path_buffers=2
cp.required_ns=1.68
path_class=in2out
crit_path_start=Match[0]
crit_chain=clkdlybuf4s50_1, and2_4, or2_1, clkdlybuf4s50_1
worstPathArrival_ns=1.59
cp-start-kind=input port
crit_top_cell=clkdlybuf4s50_1
slowest_stage=clkdlybuf4s50_1
critPathMaxStageDelay_ns=0.41
path_max_fanout=3

[cts]
ctsHoldBuffers=0
post_cts_buffers=0
post_cts_resized=0

[place]
gp_congestion=0.791
hpwlAfterDp_um=492
port_buffers=21
place_ws_ns=0.0862

[die]
chip_area_um2=6400
ios=21
die_h_um=80
core_um2=3420
rows=21
die_x_um=80
core_util_floorplan=0.0179

[sta]
finalHoldViolations=0
setup-tns-final_ns=0
finalSetupViolCount=0
worst_pin_slew_ns=0.248
fmax_ghz=0.499
grt_setup_unrepaired=no
finalClockPeriodUsage=0.955
period_minus_slack_ns=2.01
slew_headroom=0.834
final.setup.worst_slack_ns=0.0940
drv_slew=0

[hold_path]
hp-class=in2out
hold_depth=4

[status]
status=completed

[run]
tool_warnings=35
drv_cap=0

==> cells in the mapped netlist <==
library cell | count | area (um^2)
and2_4 | 1 | 8.76
nor2_1 | 3 | 11.3
and2_1 | 2 | 12.5
or2_1 | 1 | 6.26
nor3_1 | 1 | 5.00
nand2_1 | 3 | 11.3
nand2b_1 | 1 | 6.26
==> kinds of logic after synthesis <==
logic type    after synthesis  synth area share
simple gates               12              1.00
==> layout make-up <==
| cell class | instances | share of cell area |
|---|---|---|
| multi-input cells | 12 | 0.186 |
| well taps | 46 | 0.175 |
| repair buffers | 21 | 0.639 |
==> cells in the final DEF, fill, tap and decap left out, drive strengths merged <==
cell type	Yosys	layout
or2	1	1
nor3	1	1
and2	3	3
nand2	3	3
nand2b	1	1
nor2	3	3
clkdlybuf4s50	0	21
==> tightest hold or removal path, cell delays in order <==
cell and delay [ns]:
clkdlybuf4s50_1 0.40, nand2_1 0.06, nor2_1 0.03, clkdlybuf4s50_1 0.40
==> metrics by stage <==
step                instances  area [um^2]  hold slack [ns]  power [mW]
detailed placement         79          329             1.74      0.0449
finish                     79          329             1.73      0.0445
floorplan                  12         61.3            0.888     0.00603
global route               79          329             1.77      0.0488
global placement           79          329             1.73      0.0449
CTS                        79          329             1.74      0.0453
==> report_power, final <==
| part | internal, mW | total [mW] | switching, mW |
|---|---|---|---|
| registers | 0 | 0 | 0 |
| clock network | 0 | 0 | 0 |
| logic | 0.0366 | 0.0445 | 0.00788 |
==> how the worst min path moves through the flow <==
stage / start / to / slack [ns]
CTS: Match[1] / ForwardBE[0] / 1.74
global route: Match[3] / ForwardAE[0] / 1.77
finish: Match[1] / ForwardBE[0] / 1.73
==> per-layer routing <==
layer	vias to the layer above	global-route usage
met5	-	0
met4	0	0
met1	58	0.0191
met2	20	0.0193
met3	0	0.0125
li1	81	-
Power figures rest on the tool's default switching activity, not on a simulated workload.
